===== ./run.sh =====
#!/bin/bash
# OpenROAD 26Q1-2900-gdf79404cd8, Yosys 0.63+post, stock flow scripts
make -C /OpenROAD-flow-scripts/flow DESIGN_CONFIG=/design/flow/config.mk WORK_HOME=/design/flow/orfs finish

===== ./config.mk =====
export PLATFORM = sky130hd
export DESIGN_NAME = alu
export DESIGN_NICKNAME = alu
export VERILOG_FILES = /design/flow/design.v
export SDC_FILE = /design/flow/constraint.sdc
export NUM_CORES = 4
export LEC_CHECK = 1
export CORE_AREA = 10 10 120 120
export DIE_AREA = 0 0 130 130

===== ./constraint.sdc =====
current_design alu

set clk_period 19.2
set clk_io_pct 0.2

create_clock -name clk0 -period $clk_period

set non_clock_inputs [all_inputs -no_clocks]
set_input_delay [expr $clk_period * $clk_io_pct] -clock clk0 $non_clock_inputs
set_output_delay [expr $clk_period * $clk_io_pct] -clock clk0 [all_outputs]

===== ./design.v =====
module alu(
	input [15:0] x,
	input [15:0] y,
	output [15:0] a,
	output [15:0] b,
	output [15:0] c,
	output d,
	output e,
	output [15:0] f,
	output [15:0] g,
	output [15:0] h,
	output [15:0] i,
	output [15:0] j,
	output [15:0] k,
	output [15:0] l,
	output [15:0] m,
	output [15:0] n,
	output [15:0] o,
	output [15:0] p
);
	adder16bit add (.s(a),.a(x),.b(y));
	subtractor16bit sub0 (.difference(b),.a(x),.b(y));
	subtractor16bit sub1 (.difference(c),.a(y),.b(x));
	notGate not0 (d,(1'b0));
   notGate not1 (e,(1'b1));
	convertToNegative con0 (.a(16'b0000000000000001),.b(f));
	convertToNegative con1 (.a(x),.b(g));
	convertToNegative con2 (.a(y),.b(h));
	sixteenBitNegator neg0 (.a(x),.b(i));
	sixteenBitNegator neg1 (.a(y),.b(j));
	incrementer16Bit inc0 (.a(x),.b(k));
	incrementer16Bit inc1 (.a(y),.b(l));
	decrementer16Bit dec0 (.a(x),.b(m));
	decrementer16Bit dec1 (.a(y),.b(n));
	sixteenBitAnd and16 (x,y,o);
	sixteenBitOr or16 (x,y,p);
endmodule
module convertToNegative(
	input [15:0] a,
	output [15:0] b
);
	wire [15:0] complement;
	sixteenBitNegator neg0 ( .a(a),.b(complement));
	incrementer16Bit inc0 (.a(complement),.b(b));
endmodule
module sixteenBitAnd(
	input [15:0] a,
	input [15:0] b,
	output [15:0] y
);
	andGate and1 (.y(y[0]),.a(a[0]),.b(b[0]));
	andGate and2 (.y(y[1]),.a(a[1]),.b(b[1]));
	andGate and3 (.y(y[2]),.a(a[2]),.b(b[2]));
	andGate and4 (.y(y[3]),.a(a[3]),.b(b[3]));
	andGate and5 (.y(y[4]),.a(a[4]),.b(b[4]));
	andGate and6 (.y(y[5]),.a(a[5]),.b(b[5]));
	andGate and7 (.y(y[6]),.a(a[6]),.b(b[6]));
	andGate and8 (.y(y[7]),.a(a[7]),.b(b[7]));
	andGate and9 (.y(y[8]),.a(a[8]),.b(b[8]));
	andGate and10 (.y(y[9]),.a(a[9]),.b(b[9]));
	andGate and11 (.y(y[10]),.a(a[10]),.b(b[10]));
	andGate and12 (.y(y[11]),.a(a[11]),.b(b[11]));
	andGate and13 (.y(y[12]),.a(a[12]),.b(b[12]));
	andGate and14 (.y(y[13]),.a(a[13]),.b(b[13]));
	andGate and15 (.y(y[14]),.a(a[14]),.b(b[14]));
	andGate and16 (.y(y[15]),.a(a[15]),.b(b[15]));
endmodule
module sixteenBitOr(
	input [15:0] a,
	input [15:0] b,
	output [15:0] y
);
	orGate or1 (.y(y[0]),.a(a[0]),.b(b[0]));
	orGate or2 (.y(y[1]),.a(a[1]),.b(b[1]));
	orGate or3 (.y(y[2]),.a(a[2]),.b(b[2]));
	orGate or4 (.y(y[3]),.a(a[3]),.b(b[3]));
	orGate or5 (.y(y[4]),.a(a[4]),.b(b[4]));
	orGate or6 (.y(y[5]),.a(a[5]),.b(b[5]));
	orGate or7 (.y(y[6]),.a(a[6]),.b(b[6]));
	orGate or8 (.y(y[7]),.a(a[7]),.b(b[7]));
	orGate or9 (.y(y[8]),.a(a[8]),.b(b[8]));
	orGate or10 (.y(y[9]),.a(a[9]),.b(b[9]));
	orGate or11 (.y(y[10]),.a(a[10]),.b(b[10]));
	orGate or12 (.y(y[11]),.a(a[11]),.b(b[11]));
	orGate or13 (.y(y[12]),.a(a[12]),.b(b[12]));
	orGate or14 (.y(y[13]),.a(a[13]),.b(b[13]));
	orGate or15 (.y(y[14]),.a(a[14]),.b(b[14]));
	orGate or16 (.y(y[15]),.a(a[15]),.b(b[15]));
endmodule
module sixteenBitNegator(
	input [15:0] a,
	output [15:0] b
);
	nand g_0(b[0],a[0]);
	nand g_1(b[1],a[1]);
	nand g_2(b[2],a[2]);
	nand g_3(b[3],a[3]);
   nand g_4(b[4],a[4]);
   nand g_5(b[5],a[5]);
   nand g_6(b[6],a[6]);
   nand g_7(b[7],a[7]);
   nand g_8(b[8],a[8]);
   nand g_9(b[9],a[9]);
   nand g_10(b[10],a[10]);
   nand g_11(b[11],a[11]);
   nand g_12(b[12],a[12]);
   nand g_13(b[13],a[13]);
   nand g_14(b[14],a[14]);
   nand g_15(b[15],a[15]);
endmodule
module incrementer16Bit(
    input [15:0] a,
    output [15:0] b,
    finalcarry
);
    wire [14:0]carry;
   halfAdder h1(.s(b[0]),.c(carry[0]),.a(a[0]),.b(1'b1));
   halfAdder h2(.s(b[1]),.c(carry[1]),.a(a[1]),.b(carry[0]));
   halfAdder h3(.s(b[2]),.c(carry[2]),.a(a[2]),.b(carry[1]));
   halfAdder h4(.s(b[3]),.c(carry[3]),.a(a[3]),.b(carry[2]));
   halfAdder h5(.s(b[4]),.c(carry[4]),.a(a[4]),.b(carry[3]));
   halfAdder h6(.s(b[5]),.c(carry[5]),.a(a[5]),.b(carry[4]));
   halfAdder h7(.s(b[6]),.c(carry[6]),.a(a[6]),.b(carry[5]));
   halfAdder h8(.s(b[7]),.c(carry[7]),.a(a[7]),.b(carry[6]));
   halfAdder h9(.s(b[8]),.c(carry[8]),.a(a[8]),.b(carry[7]));
   halfAdder h10(.s(b[9]),.c(carry[9]),.a(a[9]),.b(carry[8]));
   halfAdder h11(.s(b[10]),.c(carry[10]),.a(a[10]),.b(carry[9]));
   halfAdder h12(.s(b[11]),.c(carry[11]),.a(a[11]),.b(carry[10]));
   halfAdder h13(.s(b[12]),.c(carry[12]),.a(a[12]),.b(carry[11]));
   halfAdder h14(.s(b[13]),.c(carry[13]),.a(a[13]),.b(carry[12]));
   halfAdder h15(.s(b[14]),.c(carry[14]),.a(a[14]),.b(carry[13]));
   halfAdder h16(.s(b[15]),.c(finalcarry),.a(a[15]),.b(carry[14]));
endmodule
module decrementer16Bit(
	input [15:0] a,
	output [16:0] b
);
    wire [15:0]carry;
    fullAdder fa0(.s(b[0]),.c(carry[0]),.a(a[0]),.b(1'b1),.cin(1'b0));
    fullAdder fa1(.s(b[1]),.c(carry[1]),.a(a[1]),.b(1'b1),.cin(carry[0]));
    fullAdder fa2(.s(b[2]),.c(carry[2]),.a(a[2]),.b(1'b1),.cin(carry[1]));
    fullAdder fa3(.s(b[3]),.c(carry[3]),.a(a[3]),.b(1'b1),.cin(carry[2]));
   fullAdder fa4(.s(b[4]),.c(carry[4]),.a(a[4]),.b(1'b1),.cin(carry[3]));
   fullAdder fa5(.s(b[5]),.c(carry[5]),.a(a[5]),.b(1'b1),.cin(carry[4]));
   fullAdder fa6(.s(b[6]),.c(carry[6]),.a(a[6]),.b(1'b1),.cin(carry[5]));
   fullAdder fa7(.s(b[7]),.c(carry[7]),.a(a[7]),.b(1'b1),.cin(carry[6]));
   fullAdder fa8(.s(b[8]),.c(carry[8]),.a(a[8]),.b(1'b1),.cin(carry[7]));
   fullAdder fa9(.s(b[9]),.c(carry[9]),.a(a[9]),.b(1'b1),.cin(carry[8]));
   fullAdder fa10(.s(b[10]),.c(carry[10]),.a(a[10]),.b(1'b1),.cin(carry[9]));
   fullAdder fa11(.s(b[11]),.c(carry[11]),.a(a[11]),.b(1'b1),.cin(carry[10]));
   fullAdder fa12(.s(b[12]),.c(carry[12]),.a(a[12]),.b(1'b1),.cin(carry[11]));
   fullAdder fa13(.s(b[13]),.c(carry[13]),.a(a[13]),.b(1'b1),.cin(carry[12]));
   fullAdder fa14(.s(b[14]),.c(carry[14]),.a(a[14]),.b(1'b1),.cin(carry[13]));
   fullAdder fa15(.s(b[15]),.c(carry[15]),.a(a[15]),.b(1'b1),.cin(carry[14]));
    notGate not_1 (b[16],carry[15]);
endmodule
module adder16bit(
    output[15:0] s,
    output[15:0] c,
    input[15:0] a,
    input[15:0] b
    );
    fullAdder FA1(s[0],c[0],a[0],b[0],1'b0);
    fullAdder FA2(s[1],c[1],a[1],b[1],c[0]);
    fullAdder FA3(s[2],c[2],a[2],b[2],c[1]);
    fullAdder FA4(s[3],c[3],a[3],b[3],c[2]);
    fullAdder FA5(s[4],c[4],a[4],b[4],c[3]);
    fullAdder FA6(s[5],c[5],a[5],b[5],c[4]);
    fullAdder FA7(s[6],c[6],a[6],b[6],c[5]);
    fullAdder FA8(s[7],c[7],a[7],b[7],c[6]);
    fullAdder FA9(s[8],c[8],a[8],b[8],c[7]);
    fullAdder FA10(s[9],c[9],a[9],b[9],c[8]);
    fullAdder FA11(s[10],c[10],a[10],b[10],c[9]);
    fullAdder FA12(s[11],c[11],a[11],b[11],c[10]);
    fullAdder FA13(s[12],c[12],a[12],b[12],c[11]);
    fullAdder FA14(s[13],c[13],a[13],b[13],c[12]);
    fullAdder FA15(s[14],c[14],a[14],b[14],c[13]);
    fullAdder FA16(s[15],c[15],a[15],b[15],c[14]);
endmodule
module subtractor16bit(
    output[15:0] borrow,
    output[15:0] difference,
    input[15:0] a,
    input[15:0] b
    );
    fullSubtractor FS1(borrow[0],difference[0],a[0],b[0],1'b0);
    fullSubtractor FS2(borrow[1],difference[1],a[1],b[1],borrow[0]);
    fullSubtractor FS3(borrow[2],difference[2],a[2],b[2],borrow[1]);
    fullSubtractor FS4(borrow[3],difference[3],a[3],b[3],borrow[2]);
    fullSubtractor FS5(borrow[4],difference[4],a[4],b[4],borrow[3]);
    fullSubtractor FS6(borrow[5],difference[5],a[5],b[5],borrow[4]);
    fullSubtractor FS7(borrow[6],difference[6],a[6],b[6],borrow[5]);
    fullSubtractor FS8(borrow[7],difference[7],a[7],b[7],borrow[6]);
    fullSubtractor FS9(borrow[8],difference[8],a[8],b[8],borrow[7]);
    fullSubtractor FS10(borrow[9],difference[9],a[9],b[9],borrow[8]);
    fullSubtractor FS11(borrow[10],difference[10],a[10],b[10],borrow[9]);
    fullSubtractor FS12(borrow[11],difference[11],a[11],b[11],borrow[10]);
    fullSubtractor FS13(borrow[12],difference[12],a[12],b[12],borrow[11]);
    fullSubtractor FS14(borrow[13],difference[13],a[13],b[13],borrow[12]);
    fullSubtractor FS15(borrow[14],difference[14],a[14],b[14],borrow[13]);
    fullSubtractor FS16(borrow[15],difference[15],a[15],b[15],borrow[14]);
endmodule
module fullSubtractor(
    output borrow,
    output diff,
    input a,
    input b,
    input bin
);
    wire diff0,borrow0,borrow1;
    halfSubtractor fs0(.a(a), .b(b), .borrow(borrow0), .diff(diff0));
    halfSubtractor fs1(.a(diff0), .b(bin), .borrow(borrow1), .diff(diff));
    orGate or_0(.a(borrow1), .b(borrow0), .y(borrow));
endmodule
module fullAdder(
    output s,
    output c,
    input a,
    input b,
    input cin
    );
    wire s1,c1,c2;
    halfAdder HA1(s1,c1,a,b);
    halfAdder HA2(s,c2,s1,cin);
    orGate or1(.a(c1),.b(c2),.y(c));
endmodule
module halfAdder(
    output s,
    output c,
    input a,
    input b
);
    xorGate xor_0 (s,a,b);
    andGate and_0 (c,a,b);
endmodule
module halfSubtractor(output borrow,
	output diff,
	input a,
	input b
);
    wire not_a;
    xorGate xor_0 (diff,a,b);
    notGate not_0 (not_a,a);
    andGate and0 (borrow,not_a,b);
endmodule
module andGate(
    output y,
    input a,
   b
);
    wire aNandb;
    nand nand_1 (aNandb,a,b);
    nand nand_2 (y,aNandb,aNandb);
endmodule
module orGate(
    output y,
    input a,
    input b
);
    wire aNanda, bNandb;
    nand nand_1 (aNanda,a,a);
    nand nand_2 (bNandb,b,b);
    nand nand_3 (y,aNanda,bNandb);
endmodule
module notGate(
    output y,
    input a
);
    nand nand_1 (y,a);
endmodule
module xorGate(
    output y,
    input a,
    b
);
    wire aNandb,aNandComp,bNandComp;
    nand nand_1 (aNandb,a,b);
    nand nand_2 (aNandComp,a,aNandb);
    nand nand_3 (bNandComp,b,aNandb);
    nand nand_4 (y,aNandComp,bNandComp);
endmodule

==> flow_summary.html <==
<p>Metrics extracted from the flow reports.</p>
<table>
<tr><th>Metric</th><th>Value</th></tr>
<tr><th colspan="2">CTS</th></tr>
<tr><td>Total setup buffers inserted after CTS</td><td>0</td></tr>
<tr><td>Number of buffers inserted by hold repair at cts</td><td>0</td></tr>
<tr><td>Post-cts resize count</td><td>0</td></tr>
<tr><th colspan="2">Timing</th></tr>
<tr><td>Final-report hold violation count</td><td>0</td></tr>
<tr><td>Fmax</td><td>67.7 MHz</td></tr>
<tr><td>Period Utilization, post-route</td><td>77.0%</td></tr>
<tr><td>Final critical-path setup slack</td><td>4.43 ns</td></tr>
<tr><td>Number of pins with negative max-slew slack in the final report</td><td>0</td></tr>
<tr><td>RSZ-0062 raised after global routing</td><td>false</td></tr>
<tr><td>Clock period minus final worst setup slack</td><td>14.77 ns</td></tr>
<tr><td>Total Neg Setup Slack</td><td>0 ns</td></tr>
<tr><td>Number of setup violations in the final report</td><td>0</td></tr>
<tr><th colspan="2">Finish</th></tr>
<tr><td>Design Area, Final</td><td>5100 µm²</td></tr>
<tr><td>Number of sequential cells in the layout</td><td>0</td></tr>
<tr><td>Area delta synth-&gt;final</td><td>22.9%</td></tr>
<tr><td>Flop area</td><td>0 µm²</td></tr>
<tr><td>Share of final-layout standard cells stronger than drive strength 1</td><td>0%</td></tr>
<tr><td>Number of cells in the finished layout apart from fillers</td><td>653</td></tr>
<tr><td>Post-route core utilization</td><td>42.8%</td></tr>
<tr><td>Filler cell count in the final layout</td><td>1156</td></tr>
<tr><td>Final-layout clock buffer total</td><td>0</td></tr>
<tr><th colspan="2">Die</th></tr>
<tr><td>Placeable Area</td><td>11900 µm²</td></tr>
<tr><td>Die W</td><td>130 µm</td></tr>
<tr><td>Die Y-Extent</td><td>130 µm</td></tr>
<tr><td>Core utilization at floorplan</td><td>34.9%</td></tr>
<tr><td>Number of top-level pins</td><td>258</td></tr>
<tr><td>Row cnt</td><td>40</td></tr>
<tr><td>Total die area</td><td>16900 µm²</td></tr>
<tr><th colspan="2">Worst setup path</th></tr>
<tr><td>Crit path capture type</td><td>output pin</td></tr>
<tr><td>CP cell instances</td><td>clkdlybuf4s50_1, inv_1, ha_1, fa_1, fa_1, fa_1, fa_1, fa_1, fa_1, fa_1, fa_1, fa_1, fa_1, fa_1, fa_1, fa_1, fa_1, xor2_1, clkdlybuf4s50_1</td></tr>
<tr><td>Cell repeated most along the worst path</td><td>sky130_fd_sc_hd__fa_1</td></tr>
<tr><td>Arrival @ worst endpoint</td><td>10.93 ns</td></tr>
<tr><td>Data required time at the worst endpoint</td><td>15.36 ns</td></tr>
<tr><td>Slowest library cell on the worst path</td><td>sky130_fd_sc_hd__clkdlybuf4s50_1</td></tr>
<tr><td>Critical path launch point type</td><td>input port</td></tr>
<tr><td>Max stage delay on crit path</td><td>0.57 ns</td></tr>
<tr><td>Startpoint-to-endpoint class of the critical path</td><td>input port to output pin</td></tr>
<tr><td>Highest fanout seen on the critical path</td><td>6</td></tr>
<tr><td>CP delay by family, top</td><td>adder cells</td></tr>
<tr><td>Number of buffer and inverter instances along the worst setup path</td><td>3</td></tr>
<tr><th colspan="2">Global route</th></tr>
<tr><td>Most Used Layer, Global Route</td><td>met2</td></tr>
<tr><td>GR Layer Usage met1</td><td>13.7%</td></tr>
<tr><td>Met3 demand-to-capacity share in global routing</td><td>9.05%</td></tr>
<tr><td>Maximum number of pins on one net before global-route repair</td><td>7</td></tr>
<tr><td>Residual overflow from global routing</td><td>0</td></tr>
<tr><td>Vias in the first global route</td><td>2791</td></tr>
<tr><td>Initial antenna violation count</td><td>0</td></tr>
<tr><td>First-pass GRT wire length</td><td>17200 µm</td></tr>
<tr><td>Met2 track demand over resource in global routing</td><td>23.6%</td></tr>
<tr><td>Overall fraction of global-route tracks in use</td><td>13.4%</td></tr>
<tr><th colspan="2">Logic synthesis</th></tr>
<tr><td>Area fraction in mux cells</td><td>0%</td></tr>
<tr><td>Syn Area/Cell</td><td>8.72 µm²</td></tr>
<tr><td>Yosys aoi share</td><td>0%</td></tr>
<tr><td>Simple-Gate Area Share</td><td>0%</td></tr>
<tr><td>Synthesized-area fraction occupied by adder cells</td><td>47.4%</td></tr>
<tr><td>Post-synthesis sequential area ratio</td><td>0%</td></tr>
<tr><td>Synth top cell by count</td><td>sky130_fd_sc_hd__buf_4</td></tr>
<tr><td>Number of cells in the yosys synthesis report</td><td>476</td></tr>
<tr><td>Cell taking the most area after synthesis</td><td>sky130_fd_sc_hd__buf_4</td></tr>
<tr><td>Post-Synth XOR/XNOR Area</td><td>1.90%</td></tr>
<tr><td>Top-area cell share</td><td>40.9%</td></tr>
<tr><td>Dominant kind of combinational cell</td><td>buffers and inverters</td></tr>
<tr><td>Area figure in the yosys stat output</td><td>4150 µm²</td></tr>
<tr><td>Most common library cells after synthesis</td><td>sky130_fd_sc_hd__buf_4, sky130_fd_sc_hd__inv_1, sky130_fd_sc_hd__ha_1</td></tr>
<tr><td>Number of unique standard cell types used by synthesis</td><td>7</td></tr>
<tr><td>Total of warnings raised by yosys</td><td>3</td></tr>
<tr><td>Cells after Synth</td><td>476</td></tr>
<tr><td>Netlist area before placement</td><td>4150 µm²</td></tr>
<tr><td>Synth top area cells</td><td>sky130_fd_sc_hd__buf_4, sky130_fd_sc_hd__ha_1, sky130_fd_sc_hd__fa_1</td></tr>
<tr><th colspan="2">Routing</th></tr>
<tr><td>Number of nets with antenna violations after detailed routing</td><td>0</td></tr>
<tr><td>Wire length per cell after detailed routing</td><td>18.0 µm</td></tr>
<tr><td>Routed Wire Length</td><td>11800 µm</td></tr>
<tr><td>Antenna Cells</td><td>0</td></tr>
<tr><td>Router iterations before antenna repair</td><td>3</td></tr>
<tr><td>Vias post-DR</td><td>2471</td></tr>
<tr><td>Count of unresolved DRC violations after routing</td><td>0</td></tr>
<tr><td>Starting DRT DRC Count</td><td>28</td></tr>
<tr><td>Via density per instance</td><td>3.78</td></tr>
<tr><th colspan="2">Place</th></tr>
<tr><td>Dpl cell area</td><td>5100 µm²</td></tr>
<tr><td>Half-perimeter wire length of the detailed placement result</td><td>11300 µm</td></tr>
<tr><td>Instance count after placement with tap cells included</td><td>653</td></tr>
<tr><td>Port Buffer Count</td><td>240</td></tr>
<tr><td>Placement-stage worst setup slack</td><td>4.34 ns</td></tr>
<tr><td>Placer Congestion</td><td>0.857</td></tr>
<tr><th colspan="2">Power and ir drop</th></tr>
<tr><td>Lkg Pwr</td><td>2.64 nW</td></tr>
<tr><td>VDD IR-drop max</td><td>0.0000147 V</td></tr>
<tr><td>Power per cell area</td><td>25.6 nW/µm²</td></tr>
<tr><th colspan="2">Min path</th></tr>
<tr><td>Hold wc startpoint</td><td>x[0]</td></tr>
<tr><td>Capture endpoint of the worst hold path</td><td>g[0]</td></tr>
<tr><td>Worst min-delay path category</td><td>input port to output pin</td></tr>
<tr><td>Count of cells along the worst hold path</td><td>2</td></tr>
<tr><th colspan="2">Status</th></tr>
<tr><td>Run status</td><td>completed</td></tr>
<tr><th colspan="2">Run</th></tr>
<tr><td>Max-cap violation count</td><td>0</td></tr>
<tr><td>Stage-log warning count</td><td>66</td></tr>
</table>
[layout by cell type (no fill, tap or decap)]
cell                              synthesis  layout
sky130_fd_sc_hd__ha_1                    90      90
sky130_fd_sc_hd__xnor2_1                  2       2
sky130_fd_sc_hd__clkdlybuf4s50_1          0     240
sky130_fd_sc_hd__conb_1                   2      18
sky130_fd_sc_hd__inv_1                  107     107
sky130_fd_sc_hd__xor2_1                   7       7
sky130_fd_sc_hd__fa_1                    42      42
[logic make-up (layout without fill, tap and decap cells)]
group        Yosys count  in the layout
xor+xnor               9              9
fa+ha+maj            132            132
other cells            2             18
buf+inv              333            347
[through the flow]
stage                     hold WS (ns)  power (W)
after floorplan                   7.75  0.0000798
after global placement            8.63   0.000136
after detailed placement          8.63   0.000135
after CTS                         8.63   0.000137
after global routing              8.66   0.000149
final                             8.63   0.000131
[final cells by class]
class / count / area [µm²] / share of cell area (%)
repair buffers: 240 / 2400 / 47.1
well taps: 147 / 184 / 3.61
inverters: 107 / 402 / 7.87
multi-input cells: 159 / 2110 / 41.4
[per-layer routing]
layer	share of wire (%)	vias to the layer above
met5	0	-
met4	0	0
met3	17	0
met2	49	155
met1	34	1123
li1	-	1193
[power by group]
group          switching [W]  internal (W)
sequential                 0             0
combinational      0.0000443     0.0000862
clock                      0             0
total              0.0000443     0.0000862
[worst max path at each step]
stage | slack (ns) | cells after the start | end | startpoint
global route | 4.14 | 19 | c[15] | y[0]
CTS | 4.33 | 19 | c[15] | y[0]
finish | 4.43 | 19 | c[15] | y[0]
Power is estimated from default activity; no workload was simulated.
