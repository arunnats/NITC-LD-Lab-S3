### /design/flow/config.mk
export PLATFORM = sky130hd
export DESIGN_NAME = bcd_adder
export DESIGN_NICKNAME = bcd_adder
export VERILOG_FILES = /design/flow/design.v
export SDC_FILE = /design/flow/constraint.sdc
export NUM_CORES = 4
export LEC_CHECK = 1
export CORE_AREA = 10 10 70 70
export DIE_AREA = 0 0 80 80
### /design/flow/constraint.sdc
current_design bcd_adder

set clk_period 2.2
set clk_io_pct 0.2

create_clock -name clk0 -period $clk_period

set non_clock_inputs [all_inputs -no_clocks]
set_input_delay [expr $clk_period * $clk_io_pct] -clock clk0 $non_clock_inputs
set_output_delay [expr $clk_period * $clk_io_pct] -clock clk0 [all_outputs]
### /design/flow/design.v
module bcd_adder(
     input [3:0] a,
	input [3:0] b,
	output [3:0] sum,
	output finalcarry
);
     wire [3:0] s;
     wire carry;
     wire and_wire0, and_wire1, or_wire0;
     four_bit_adder add0 (.a(a),.b(b),.sum(s),.finalcarry(carry));
     and and_0(and_wire0,s[3],s[2]);
     and and_1(and_wire1,s[3],s[1]);
     or or_0(or_wire0,and_wire0,and_wire1,carry);
     four_bit_adder add1 (.a({1'b0, or_wire0, or_wire0, 1'b0}), .b(s), .sum(sum), .finalcarry(finalcarry));
    endmodule
 module four_bit_adder(
	input [3:0] a,
	input [3:0] b,
	output [3:0] sum,
	output finalcarry
);
	wire [3:0] and1, and2, and3, and4;
	wire xor0, xor1, xor2, xor3, or1, or2, or3;
	 wire [3:0]cout;
  adder add1 (.a(a[0]), .b(b[0]), .cin(1'b0), .sum(sum[0]), .cout(cout[0]));
  	adder add2 (.a(a[1]), .b(b[1]), .cin(cout[0]), .sum(sum[1]), .cout(cout[1]));
  	adder add3 (.a(a[2]), .b(b[2]), .cin(cout[1]), .sum(sum[2]), .cout(cout[2]));
  	adder add4 (.a(a[3]), .b(b[3]), .cin(cout[2]), .sum(sum[3]), .cout(finalcarry));
endmodule
module adder(
    input a,
    b,
    cin,
    output sum,
    cout
    );
   wire [3:0] wire1;
  	xor xor_f1_1 (sum,a,b,cin);
	and and_f1_0 (wire1[0],a,b);
	and and_f1_1 (wire1[1],a,cin);
	and and_f1_2 (wire1[2],cin,b);
	or or_f1_0 (cout,wire1[0],wire1[1],wire1[2]);
endmodule
### /design/flow/run.sh
#!/bin/bash
# OpenROAD 26Q1-2900-gdf79404cd8, Yosys 0.63+post, stock flow scripts
make -C /OpenROAD-flow-scripts/flow DESIGN_CONFIG=/design/flow/config.mk WORK_HOME=/design/flow/orfs finish
==> impl_metrics.toml <==
# yosys + openroad results
[pwr]
pwr_density_cell_nw_per_um2 = 391.5
total_power_mw = 0.1714
power.leakage_nw = 0.1861
vdd_ir_drop_max_mv = 0.1335

[detailed_routing]
routed_wirelength_um = 533
diodes = 0
dr.pass1.iters = 1
wl_per_cell_um = 6.500
vias = 171
first_iter_violations = 0
via_per_inst = 2.085
ant_nets = 0
drc = 0

[sta]
worst_slew_pin_slew_ps = 158.1
worst_hold_slack_ps = 1511
rsz0062_at_grt = "yes"
finalClockPeriodUsage_pct = 154.6
worst_slack_ps = -1202
maxSlewHeadroom_pct = 89.46
period_needed_ps = 3402
timing.fmax_mhz = 293.9
finalMaxSlewViolations = 0
fin_setup_tns_ps = -4092
setup_viol = 4
finalHoldViolCount = 0

[logic_synthesis]
adder_share_pct = 57.99
yosys.area.top_type = "ha_1"
ys_cells = 24
synth_cell_types = 8
top_cell_area_share_pct = 29.59
synth-simple-area-share_pct = 1.775
yosys_area_um2 = 211.5
ys_seq_share_pct = 0
syn_inst = 24
ys_sh_aoi_pct = 7.692
ys_top_cells_by_area = "ha_1 (30%), fa_1 (28%), buf_4 (14%), inv_1 (14%), a211o_1 (4.1%)"
netlist_area_um2 = 211.5
yosysWarningCount = 0
postSynthAreaPerCell_um2 = 8.811
xor_share_pct = 4.142
synth.logic.top_family = "adder cells"
ys_sh_mux_pct = 0

[run_status]
violations = "setup timing"
outcome = "complete, but fails checks"

[grt]
grt_pass1_vias = 210
grt_usage_pct = 1.761
grt_first_pass_wirelength_um = 917
overflow = 0
grt_max_degree = 4
antenna_found_initial = 0

[placement]
gp_congestion = 0.7078
io_buffer_count = 13
place_area_um2 = 414.1
hpwl_um = 534.2

[cts]
holdBufCountCts = 0

[setup_path]
critical_path_required_ps = 1760
setup.worst_path.start_class = "primary input"
startpoint = "b[0]"
end_kind = "output pin"
crit_type = "primary input to output pin"
path_max_fanout = 3
cp.arrival_ps = 2960

[cells_and_area]
design_area_um2 = 437.9
ff_count = 0
synthToLayoutAreaGrowth_pct = 107.1
fin_util_pct = 12.82
drive_above_1_share_pct = 52.78
clkbuf_count = 0
register_area_um2 = 0

[floorplanning]
io_pins = 13
chipArea_um2 = 6400
core_area_um2 = 3416
chipWidth_um = 80
chipHeight_um = 80
rows = 21
core_util_floorplan_pct = 6.190

[job]
max_cap_violations = 0
warning_count = 36

[hold_path]
hp-start = "a[0]"
hold_path.class = "primary input to output pin"
-- cell usage after synthesis --
cell and n:
buf_4 4, ha_1 5, xor2_1 1, a21o_1 1, fa_1 3, nand2_1 1
inv_1 8, a211o_1 1
-- per-layer routing --
layer  vias to the layer above  wire length (um)  GRT usage (%)
li1                         91                 -              -
met1                        69               264          2.532
met2                        11               200          2.408
met3                         0                67         0.9091
met4                         0                 0              0
met5                         -                 0              0
-- placed cells by master, fill, tap and decap left out, drive strengths merged --
cell type / n
nand2: 1
dlygate4sd2: 1
clkdlybuf4s15: 2
inv: 8
a21o: 1
a211o: 1
fa: 3
buf: 8
clkdlybuf4s50: 5
xor2: 1
ha: 5
-- metrics by stage --
stage / cells / worst slack, ps
2_1_floorplan: 24 / -1020
3_3_place_gp: 81 / -1971
3_5_place_dp: 81 / -2005
4_1_cts: 82 / -1215
5_1_grt: 82 / -1305
6_report: 82 / -1202
-- repair_timing --
item | in CTS | in global routing
pin swaps | 8 | 8
gates resized | 28 | 5
cloned | 0 | 0
setup endpoints to repair | 4 | 4
buffers inserted | 1 | 0
-- area by class of cell --
cell class	instances	area (um^2)
fillers	404	2978
multi-input cells	12	198.9
repair buffers	16	151.4
well taps	46	57.56
inverters	8	30.03
-- worst max-delay path: stages --
cell	delay, ps
buf_6	70
ha_4	120
inv_2	30
fa_2	380
fa_2	340
inv_2	60
fa_1	430
a21o_1	250
ha_2	190
a211o_1	300
ha_4	280
buf_6	70
-- power breakdown --
| part | switching (mW) | total (mW) | internal, mW |
|---|---|---|---|
| registers | 0 | 0 | 0 |
| logic | 0.0596 | 0.171 | 0.112 |
| clock network | 0 | 0 | 0 |
| total | 0.0596 | 0.171 | 0.112 |
-- cell families after synthesis --
kind of cell    count (synthesis)
compound gates                  2
buf+inv                        12
fa+ha+maj                       8
xor+xnor                        1
simple gates                    1
-- path summary, 6_finish.rpt --
kind / to / slack, ps / cells past startpoint
setup / recovery: sum[3] / -1200 / 12
hold / removal: sum[0] / 1510 / 3
No activity file was given, so power comes from the tool's default toggle rates.
