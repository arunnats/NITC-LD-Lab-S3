File: design/flow/run.sh
#!/bin/bash
# OpenROAD 26Q1-2900-gdf79404cd8, Yosys 0.63+post, stock flow scripts
make -C /OpenROAD-flow-scripts/flow DESIGN_CONFIG=/design/flow/config.mk WORK_HOME=/design/flow/orfs finish
File: design/flow/config.mk
export PLATFORM = sky130hd
export DESIGN_NAME = eightBitComparator
export DESIGN_NICKNAME = eightBitComparator
export VERILOG_FILES = /design/flow/design.v
export SDC_FILE = /design/flow/constraint.sdc
export NUM_CORES = 4
export LEC_CHECK = 1
export CORE_AREA = 10 10 70 70
export DIE_AREA = 0 0 80 80
File: design/flow/constraint.sdc
current_design eightBitComparator

set clk_period 1.0
set clk_io_pct 0.2

create_clock -name clk0 -period $clk_period

set non_clock_inputs [all_inputs -no_clocks]
set_input_delay [expr $clk_period * $clk_io_pct] -clock clk0 $non_clock_inputs
set_output_delay [expr $clk_period * $clk_io_pct] -clock clk0 [all_outputs]
File: design/flow/design.v
module eightBitComparator(
	input [4:0] a,
	input [4:0] b,
	output aGreater,
	bGreater,
	aEqualsb
);
	equals eq0(.a(a),.b(b),.y(aEqualsb));
	greater aGreaterb(.a(a),.b(b),.y(aGreater));
	greater bGreatera(.b(b),.a(a),.y(bGreater));
endmodule
module equals(
	input [4:0] a,
	input [4:0] b,
	output y
);
	wire xorWire0, xorWire1, xorWire2, xorWire3;
	xor xor0(xorWire0,a[0],b[0]);
	xor xor1(xorWire1,a[1],b[1]);
	xor xor2(xorWire2,a[2],b[2]);
	xor xor3(xorWire3,a[3],b[3]);
	and and0(y,xorWire0,xorWire1,xorWire2,xorWire3);
endmodule
module greater(
	input [4:0] a,
	input [4:0] b,
	output y
);
	wire xorWire0, xorWire1, xorWire2, xorWire3;
	wire [4:0] aNot, bNot;
	wire andWire0,andWire1,andWire2,andWire3;
	not not0(bNot[0],b[0]);
	not not1(bNot[1],b[1]);
	not not2(bNot[2],b[2]);
	not not3(bNot[3],b[3]);
	xor xor0(xorWire0,a[0],b[0]);
	xor xor1(xorWire1,a[1],b[1]);
	xor xor2(xorWire2,a[2],b[2]);
	xor xor3(xorWire3,a[3],b[3]);
	and and0(andWire0,a[3],bNot[3]);
	and and1(andWire1,xorWire3,a[2],bNot[2]);
	and and2(andWire2,xorWire3,xorWire2,a[1],bNot[1]);
	and and3(andWire3,xorWire3,xorWire2,xorWire1,a[0],bNot[0]);
	or or0(y,andWire0,andWire1,andWire2,andWire3);
endmodule
==> reports/results.tsv <==
stage	metric	value	unit
run_status	status	finished with violations	
run_status	violated checks	negative setup slack	
synth	post-synth cell types	11	
global_route	first-pass GRT wire length	724	um
worst_setup_path	CP Launch Type	primary input	
routing	final WL	483	um
power	total power	128	uW
timing	Slew headroom	0.822	
floorplan	Ports	13	
timing	Setup WS post-layout	-191	ps
synth	cell type with the largest total area	xor2_1	
worst_setup_path	peak fanout along the critical path	3	
synth	Compound-Gate Fraction of Synth Area	0.182	
layout	Final Non-Filler Cells	73	
place	Post-Place Cells	71	
synth	adder share	0.130	
global_route	vias in the first global route	141	
global_route	GR Util All Layers	0.0145	
synth	Syn Inst Count	13	
synth	comb area leader	XOR/XNOR gates	
synth	most common library cells after synthesis	2 x inv_1, 2 x xor2_1	
synth	Basic Gates by Area	0.260	
synth	Mux area share	0	
layout	fraction of layout cells with a size suffix above 1	0.704	
worst_setup_path	Setup Crit Path Kind	primary input to output port	
layout	Area Growth Syn to Fin	230	%
worst_setup_path	crit path capture type	output port	
timing	final hold violation count	0	
floorplan	Die Area	0.00640	mm2
cts	Hold-fix buffers, CTS	0	
min_path	worst hold path class	primary input to output port	
routing	antenna cell count	0	
global_route	global route total overflow	0	
routing	Residual DRC	0	
synth	Post-synth seq share	0	
power	P_leak	0.127	nW
floorplan	Die Wd	80	um
timing	final slew viol count	0	
synth	Mean Syn Cell Area	7.41	um2
floorplan	CORE AREA	0.00342	mm2
timing	WHS	765	ps
place	PortBufs	11	
timing	final setup fails	3	
timing	RSZ-0062 raised after global routing	true	
layout	Reg area	0	um2
layout	clk_buf instances	0	
routing	post-route ant nets	0	
global_route	initial antenna violation count	0	
floorplan	Die Span Y	80	um
floorplan	std cell rows	21	
worst_setup_path	worst path required time	800	ps
synth	YS chip area	96.3	um2
timing	period utilization	1.19	
synth	XOR Share, Synth	0.273	
routing	DR iter-0 viols	0	
synth	yosys warns	0	
place	estimated wirelength of the detail-placed design	450	um
synth	cells in synth_stat.txt	13	
routing	DR vias	133	
timing	worst slew pin tran	266	ps
power	Cell Pwr Density	403	mW/mm2
synth	Top area cell types	xor2_1 18%, ha_1 13%, o31ai_2 13%	
flow_run	Max Cap Viol	0	
floorplan	Init Core Util	0.0282	
worst_setup_path	crit path DAT	990	ps
routing	Vias per Instance	1.82	
flow_run	OpenROAD warning count	37	
timing	FMAX	0.840	GHz
timing	Tmin final	1190	ps
synth	Post-Syn Area	96.3	um2
synth	Area leader share	0.182	
power	VDD IR max	61.6	uV
routing	TritonRoute pass-1 iters	1	
global_route	pin count of the biggest net entering global routing	4	
routing	Avg WL per Cell	6.62	um
place	GP Congestion	0.680	
layout	FF+latch count	0	
cells by family (layout without fill, tap and decap cells):
kind of cell | after synthesis | count (layout)
and+or+nand+nor | 4 | 4
AOI/OAI and AO/OA | 2 | 2
buffers and inverters | 3 | 17
xor gates and xnor gates | 3 | 3
adders and majority gates | 1 | 1
worst paths after layout:
| check | endpoint | startpoint | cells past startpoint | slack (ps) |
|---|---|---|---|---|
| min | aGreater | a[3] | 5 | 770 |
| max | bGreater | a[3] | 6 | -190 |
final cells by class:
cell class,instances,area (um2)
repair buffers,15,134
well taps,46,57.6
multi-input cells,10,116
inverters,2,10.0
fillers,407,3100
through the flow:
stage / util / setup slack (ps) / instance area (um2) / setup TNS [ps]
5_1_grt: 0.0930 / -253 / 318 / -715
4_1_cts: 0.0868 / -194 / 297 / -528
2_1_floorplan: - / -35.2 / 114 / -35.2
6_report: 0.0930 / -191 / 318 / -531
3_3_place_gp: 0.0846 / -981 / 289 / -2800
3_5_place_dp: 0.0846 / -998 / 289 / -2840
power by group:
part	internal [mW]	switching (mW)	leakage, nW
combinational	0.0811	0.0470	0.127
clock	0	0	0
sequential	0	0	0
total	0.0811	0.0470	0.127
routing by layer:
layer | up-vias | GRT usage | part of all wire | routed length (um)
met1 | 55 | 0.0191 | 0.43 | 210
met5 | - | 0 | 0 | 0
met2 | 8 | 0.0193 | 0.37 | 181
met3 | 0 | 0.0114 | 0.19 | 91
li1 | 70 | - | - | -
met4 | 0 | 0 | 0 | 0
what timing repair did:
action,CTS,global route
setup endpoints to repair,3,3
resized,42,4
pin swaps,8,5
buffers inserted,2,0
worst max-delay path, cell delays in order:
cell and delay, ps:
buf_6 100, ha_4 250, nor3b_4 180, nor2_2 70
o31ai_4 60, buf_2 130
placed cells by master, fill, tap and decap left out:
cell           n
o31ai_4        1
inv_1          1
ha_4           1
nand2_1        1
nor2_2         1
dlygate4sd2_1  2
inv_4          1
buf_2          3
nor3_2         1
a21oi_1        1
nor3b_4        1
xnor2_1        1
buf_6          7
buf_4          3
xor2_1         2
No activity file was given, so power comes from the tool's default toggle rates.
